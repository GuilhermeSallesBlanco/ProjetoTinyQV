## design/flow/run.sh

```bash
#!/bin/bash
# OpenROAD 26Q1-2900-gdf79404cd8, Yosys 0.63+post, stock flow scripts
make -C /OpenROAD-flow-scripts/flow DESIGN_CONFIG=/design/flow/config.mk WORK_HOME=/design/flow/orfs finish
```

## design/flow/config.mk

```make
export PLATFORM = sky130hd
export DESIGN_NAME = BRAM
export DESIGN_NICKNAME = BRAM
export VERILOG_FILES = /design/flow/design.v
export SDC_FILE = /design/flow/constraint.sdc
export NUM_CORES = 4
export LEC_CHECK = 1
export CORE_UTILIZATION = 30
export SYNTH_MEMORY_MAX_BITS = 65536
```

## design/flow/constraint.sdc

```tcl
current_design BRAM

set clk_period 33.2
set clk_io_pct 0.2

create_clock -name clk0 -period $clk_period [get_ports {clk}]

set non_clock_inputs [all_inputs -no_clocks]
set_input_delay [expr $clk_period * $clk_io_pct] -clock clk0 $non_clock_inputs
set_output_delay [expr $clk_period * $clk_io_pct] -clock clk0 [all_outputs]
```

## design/flow/design.v

```verilog
module BRAM #(parameter ADDR_WIDTH = 10, parameter INIT_FILE="") (
	input clk,
	input [7:0] data_in,
	output reg [7:0] data_out,
	input [ADDR_WIDTH-1:0] addr,
	input wen,    
	input ren     
);
    reg [7:0] mem [0:(1 << ADDR_WIDTH)-1]; 
    integer i;
    initial begin
        if (INIT_FILE != "")
            $readmemh(INIT_FILE, mem);
        else
            for(i = 0; i < (1 << ADDR_WIDTH); i++)
                mem[i] <= 8'd0;
    end
    always@(posedge clk) begin
        if(ren) 
            data_out <= mem[addr];	
        if(wen) 
            mem[addr] <= data_in;
    end	
endmodule
```

==> flow_summary.json <==
{
  "worst_clock_skew_ns": 0.105,
  "cts_tree": "built",
  "tightestPinTransition_ns": 1.41,
  "total_die_size_mm2": 1.06,
  "slew-limit-headroom": 0.0557,
  "setup.worst_path.start_class": "primary input",
  "post_synth.cell_area_avg_um2": 19.0,
  "n_fill_cell": 96207,
  "synth_top_area_share": 0.778,
  "edf_count": 8200,
  "cp_top_family": "buffers and inverters",
  "dp_hpwl_um": 553000,
  "fin_tns_setup_ns": 0,
  "yosysWarnings": 1,
  "syn_area_mm2": 0.316,
  "cts_made_buffers": 819,
  "cts_setup_buffers": 0,
  "worstPathCellList": "buf_16 > buf_4 > buf_4 > buf_4 > buf_12 > buf_4 > buf_4 > buf_4 > mux2i_1 > o21ai_0 > or4_1 > a2111oi_0 > buf_4 > nor3_2 > buf_4 > nor4_2 > nand4_1",
  "critPathCaptureType": "register",
  "required_ns": 34.06,
  "cp_num_buf_inv": 10,
  "timing.final.hold_violations": 0,
  "p_per_area_mw_per_mm2": 58.4,
  "totalWireLength_um": 898000,
  "clock_pin_transition_on_the_worst_setup_and_hold_timing_paths_ns": 0.06,
  "drtPass1Iterations": 6,
  "proportion_of_layout_cells_with_a_drive_suffix_above_1": 0.153,
  "dr.first_iter.drc_count": 10869,
  "post_synth_inst_count": 16664,
  "overflow": 0,
  "finalSetupViolCount": 0,
  "critical_path_class": "primary input to register",
  "outcome": "completed",
  "fin_crit_ns": 13.84,
  "crit_path_dat_ns": 14.70,
  "clockRootBuffer": "clkbuf_16",
  "num_io_pins": 29,
  "critical_path.max_fanout": 78,
  "layout_top_cells_excl_fill_tap": "8,200 x edfxtp_1, 2,684 x mux2i_1, 1,376 x nor2_1",
  "grt_max_degree": 106,
  "detailroute.via_count": 162036,
  "maxCapViolCount": 0,
  "finalCritPeriodShare": 0.417,
  "asyncSetResetFlopFracSynth": 0,
  "post_layout_instance_area_mm2": 0.362,
  "cts_sinks": 8200,
  "critical_path.max_stage_delay_ns": 0.86,
  "first_global_vias": 172347,
  "routed_via_density": 5.07,
  "area_growth_syn_to_layout_pct": 14.3,
  "placement.cell_area_mm2": 0.336,
  "floorplan.initialDensity": 0.301,
  "cts_max_level": 6,
  "routed_wire_length_per_instance_um": 28.1,
  "cts.repair.resized": 0,
  "design.core.area_mm2": 1.05,
  "grt_first_pass_wirelength_um": 1270000,
  "grtUsageTotal": 0.178,
  "cts_max_path_buffers": 4,
  "cell_types_occupying_the_most_area_after_synthesis": "edfxtp_1 78%, mux2i_1 8.5%, mux4_2 5.3%",
  "yosys.stat.seqShare": 0.778,
  "floorplan.die.width_um": 1030,
  "ctsHoldBuffers": 0,
  "synthDominantAreaCellType": "edfxtp_1",
  "yosys_area_mm2": 0.316,
  "post-route-drc-count": 0,
  "number_of_antenna_violations_at_the_first_check_in_global_routing": 70,
  "mi_logic_area_mm2": 0.0657,
  "insertion_delay_ns": 1.22,
  "power_leakage_nw": 116,
  "timing.final.max_slew_violations": 0,
  "ys_cells": 16664,
  "warnings": 41,
  "die_height_um": 1030,
  "power.ir.vdd_worst_mv": 0.0524,
  "ys_ff": 8200,
  "buffer_ports.inserted": 28,
  "worstHoldPathType": "register to register",
  "num_rows": 376,
  "regArea_mm2": 0.246,
  "critical_path.most_common_cell": "buf_4",
  "peak_clock_frequency_supported_by_timing_mhz": 72.2,
  "crit_path_top_delay_cell": "nor4_2",
  "mostFrequentLayoutCell": "edfxtp_1",
  "place_congestion": 0.895,
  "drt.antenna.violating_nets": 0,
  "grt_setup_unrepaired": "false",
  "synthDistinctLibCells": 58,
  "dominantRegCellSynth": "edfxtp_1"
}
layout make-up:
type,instances,share of cell area
sequential,8200,0.681
multi-input combinational,7381,0.182
clock buffer,1054,0.0596
tap,13986,0.0484
timing repair buffer,817,0.0182
clock inverter,426,0.0103
antenna,97,0.000671
inverter,3,0.0000588
where the power goes:
part | internal [mW] | leakage, nW | switching (mW)
clock network | 4.90 | 12.2 | 3.86
logic | 0.284 | 30.2 | 0.674
registers | 11.4 | 73.7 | 0.00623
synthesized netlist by cell type, types with 4 or more instances:
library cell	instances
a211o_1	13
nor2_1	1384
buf_4	124
mux2i_1	2684
and3_1	4
a21oi_1	75
o2111ai_1	106
nor3b_1	7
a22o_1	28
nand2_1	231
o22a_1	12
nand2b_1	15
nand4b_1	4
a2bb2oi_1	6
edfxtp_1	8200
nor2b_1	7
mux2_2	15
o211ai_1	67
a211oi_1	51
buf_2	444
a2111oi_0	13
a22oi_1	145
clkbuf_1	459
buf_6	4
nand4_1	15
nor3_1	174
buf_1	49
or4_1	30
or4bb_1	4
and2_1	4
a31oi_1	34
o21ai_0	127
mux4_2	748
a311oi_1	10
o31ai_1	19
a221oi_1	4
nor4_1	195
nand3_1	23
o22ai_1	1098
logic make-up after synthesis:
family / synth area share
simple gates: 0.0287
flops: 0.778
buf+inv: 0.0162
mux: 0.139
compound gates: 0.0379
through the flow:
stage	power, mW	instances	utilization	setup WS [ns]	hold slack, ns
global route	21.7	31886	0.344	19.24	1.19
finish	21.1	31964	0.344	19.36	1.11
detailed placement	12.6	30387	0.320	18.27	1.10
global placement	12.6	30387	0.320	18.19	1.10
floorplan	12.1	16664	-	23.68	0.753
CTS	21.2	31867	0.344	19.44	1.11
routing by layer:
metal / global-route usage / vias up / wire length (um) / part of all wire
li1: - / 69068 / - / -
met1: 0.188 / 81601 / 284000 / 0.32
met2: 0.259 / 9603 / 407000 / 0.45
met3: 0.152 / 1669 / 168000 / 0.19
met4: 0.0644 / 95 / 36600 / 0.041
met5: 0.0135 / - / 2090 / 0.0023
worst paths after layout:
path / start / endpoint / slack, ns / depth (start not counted)
max: addr[1] / data_out[5]$_DFFE_PP_ / 19.36 / 17
min: mem[633][6]$_DFFE_PP_ / data_out[6]$_DFFE_PP_ / 1.11 / 7
max reg2reg: mem[1018][4]$_DFFE_PP_ / data_out[4]$_DFFE_PP_ / 29.18 / 9
min reg2reg: mem[633][6]$_DFFE_PP_ / data_out[6]$_DFFE_PP_ / 1.11 / 7
flip-flops by register name, indices dropped and copies added (netlist names):
name	cells
data_out	8
mem	8192
worst min-delay path: cells and delay by family, from the launching register on:
family          cells  cell delay [ns]
flops               1             0.32
simple gates        4             0.30
buf+inv             1             0.18
compound gates      1             0.16
mux                 1             0.06
Power figures rest on the tool's default switching activity, not on a simulated workload.
