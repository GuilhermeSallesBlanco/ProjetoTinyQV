==> design/flow/design.v <==
`default_nettype none
module tqvp_rebeccargb_hardware_utf8 (
    input         clk,           
    input         rst_n,         
    input  [7:0]  ui_in,         
    output [7:0]  uo_out,        
    input  [3:0]  address,       
    input         data_write,    
    input  [7:0]  data_in,       
    output [7:0]  data_out       
);
    wire [7:0] din = data_in;
    reg [7:0] dout;  
    reg chk_range;   
    reg cbe;         
    reg retry;       
    reg empty;       
    reg [31:0] rc;   
    reg [2:0] rcip;  
    reg [2:0] rcop;  
    reg [2:0] rbop;  
    reg [2:0] ruop;  
    wire [2:0] rbip = (
        empty ? 0 :
        (rc < 32'h00000080 || rc >= 32'hFFFFFF80) ? 1 :
        (rc < 32'h00000800 || rc >= 32'hFFFFF000) ? 2 :
        (rc < 32'h00010000 || rc >= 32'hFFFE0000) ? 3 :
        (rc < 32'h00200000 || rc >= 32'hFFC00000) ? 4 :
        (rc < 32'h04000000 || rc >= 32'hF8000000) ? 5 :
        (rc < 32'h80000000 || rc >= 32'hF0000000) ? 6 :
        0
    );
    wire [2:0] ruip = (
        empty ? 0 :
        (rc < 32'h00010000) ? 2 :
        (rc < 32'h00110000) ? 4 :
        (rc < 32'hDDD80000) ? 0 :
        (rc < 32'hDDDC0000) ? 3 :
        (rc < 32'hDDDDDD00) ? 0 :
        (rc < 32'hDDDDDE00) ? 1 :
        0
    );
    wire bout_eof = (rbop >= rbip);
    wire uout_eof = (ruop >= ruip);
    wire [3:0] status = (
        empty ? 0 :
        (rc < 32'h00110000) ? 4'b1000 :  
        (rc < 32'h80000000) ? 4'b1001 :  
        (rc < 32'hDDD80000) ? 4'b1100 :  
        (rc < 32'hDDDC0000) ? 4'b0000 :  
        (rc < 32'hDDDDDD00) ? 4'b1100 :  
        (rc < 32'hDDDDDE00) ? 4'b0000 :  
        (rc < 32'hF0000000) ? 4'b1100 :  
        (rc < 32'hF4000000) ? 4'b1010 :  
        (rc < 32'hF8000000) ? 4'b1100 :  
        (rc < 32'hF8200000) ? 4'b1010 :  
        (rc < 32'hFC000000) ? 4'b1100 :  
        (rc < 32'hFE000000) ? 4'b0000 :  
        (rc < 32'hFFC00000) ? 4'b1100 :  
        (rc < 32'hFFC10000) ? 4'b1010 :  
        (rc < 32'hFFE00000) ? 4'b1100 :  
        (rc < 32'hFFF80000) ? 4'b0000 :  
        (rc < 32'hFFFE0000) ? 4'b1100 :  
        (rc < 32'hFFFE0800) ? 4'b1010 :  
        (rc < 32'hFFFF0000) ? 4'b1100 :  
        (rc < 32'hFFFFE000) ? 4'b0000 :  
        (rc < 32'hFFFFF000) ? 4'b1100 :  
        (rc < 32'hFFFFF080) ? 4'b1010 :  
        (rc < 32'hFFFFF800) ? 4'b1100 :  
        (rc < 32'hFFFFFF80) ? 4'b0000 :  
        (rc < 32'hFFFFFFC0) ? 4'b1100 :  
        (rc < 32'hFFFFFFFE) ? 4'b0000 :  
        4'b1100  
    );
    wire ready = status[3];
    wire invalid = status[2];
    wire overlong = status[1];
    wire nonuni = status[0];
    wire error = (retry | invalid | overlong | (nonuni & chk_range));
    wire [5:0] props = (
        (empty || rc[31]) ? 0 :
        (rc < 32'h00000020) ? 6'b010000 :  
        (rc < 32'h0000007F) ? 6'b100000 :  
        (rc < 32'h000000A0) ? 6'b010000 :  
        (rc < 32'h0000D800) ? 6'b100000 :  
        (rc < 32'h0000DB80) ? 6'b001100 :  
        (rc < 32'h0000DC00) ? 6'b001110 :  
        (rc < 32'h0000E000) ? 6'b001000 :  
        (rc < 32'h0000F900) ? 6'b000010 :  
        (rc < 32'h0000FDD0) ? 6'b100000 :  
        (rc < 32'h0000FDF0) ? 6'b000001 :  
        (rc < 32'h0000FFFE) ? 6'b100000 :  
        (rc < 32'h00010000) ? 6'b000001 :  
        (chk_range && rc >= 32'h00110000) ? 0 :
        (rc[15:0] >= 16'hFFFE) ? 6'b000101 :  
        (rc < 32'h000F0000) ? 6'b100100 :  
        6'b000110  
    );
    wire normal = props[5];
    wire control = props[4];
    wire surrogate = props[3];
    wire highchar = props[2];
    wire private = props[1];
    wire nonchar = props[0];
    task reset_all; begin
        empty <= 1;
        rc <= 0;
        rcip <= 0;
        rcop <= 0;
        rbop <= 0;
        ruop <= 0;
        dout <= 0;
        retry <= 0;
    end endtask
    task reset_read; begin
        rcop <= 0;
        rbop <= 0;
        ruop <= 0;
        dout <= 0;
    end endtask
    task write_utf32; begin
        if (rcip == 0) begin
            empty <= 0;
            rc <= {24'b0, din};
            rcip <= 1;
        end else if (rcip >= 4) begin
            retry <= 1;
        end else begin
            case (rcip)
                1: rc <= {16'b0, (cbe ? {rc[7:0], din} : {din, rc[7:0]})};
                2: rc <= {8'b0, (cbe ? {rc[15:0], din} : {din, rc[15:0]})};
                3: rc <= (cbe ? {rc[23:0], din} : {din, rc[23:0]});
            endcase
            rcip <= rcip + 1;
        end
    end endtask
    task read_utf32; begin
        if (rcop >= 4) begin
            dout <= 0;
        end else begin
            case (rcop)
                0: dout <= cbe ? rc[31:24] : rc[7:0];
                1: dout <= cbe ? rc[23:16] : rc[15:8];
                2: dout <= cbe ? rc[15:8] : rc[23:16];
                3: dout <= cbe ? rc[7:0] : rc[31:24];
            endcase
            rcop <= rcop + 1;
        end
    end endtask
    task write_utf8; begin
        if (rbip == 0) begin
            empty <= 0;
            rc <= {{24{din[7]}}, din};
        end else if (ready || (din[7:6] != 2'b10)) begin
            retry <= 1;
        end else begin
            case (rbip)
                1: rc <= &{rc[31:6], ~rc[5], |rc[4:1]} ? {21'b0, rc[4:0], din[5:0]} : {rc[25:0], din[5:0]};
                2: rc <= &{rc[31:11], ~rc[10], |rc[9:5]} ? {16'b0, rc[9:0], din[5:0]} : {rc[25:0], din[5:0]};
                3: rc <= &{rc[31:16], ~rc[15], |rc[14:10]} ? {11'b0, rc[14:0], din[5:0]} : {rc[25:0], din[5:0]};
                4: rc <= &{rc[31:21], ~rc[20], |rc[19:15]} ? {6'b0, rc[19:0], din[5:0]} : {rc[25:0], din[5:0]};
                5: rc <= &{rc[31:26], ~rc[25], |rc[24:20]} ? {1'b0, rc[24:0], din[5:0]} : {4'hF, rc[21:0], din[5:0]};
            endcase
        end
    end endtask
    task read_utf8; begin
        if (rbop >= rbip) begin
            dout <= 0;
        end else if (rbop == 0) begin
            case (rbip)
                1: dout <= rc[7:0];
                2: dout <= {2'b11, rc[11:6]};
                3: dout <= {3'b111, rc[16:12]};
                4: dout <= {4'b1111, rc[21:18]};
                5: dout <= {5'b11111, rc[26:24]};
                6: dout <= {7'b1111110, (rc[31] ? 1'b0 : rc[30])};
            endcase
            rbop <= 1;
        end else begin
            case (rbip - rbop)
                1: dout <= {2'b10, rc[5:0]};
                2: dout <= {2'b10, rc[11:6]};
                3: dout <= {2'b10, rc[17:12]};
                4: dout <= {2'b10, rc[23:18]};
                5: dout <= {2'b10, (rc[31] ? 2'b0 : rc[29:28]), rc[27:24]};
            endcase
            rbop <= rbop + 1;
        end
    end endtask
    wire [15:0] lsin = (cbe ? {rc[7:0], din} : {din, rc[7:0]});
    task write_utf16; begin
        if (ruip == 0) begin
            empty <= 0;
            rc <= {24'hDDDDDD, din};
        end else if (ruip >= 4) begin
            retry <= 1;
        end else begin
            case (ruip)
                1: rc <= {16'b0, lsin};
                2: if (rc >= 32'hD800 && rc < 32'hDC00) begin
                    rc <= {8'hDD, rc[15:0], din};
                end else begin
                    retry <= 1;
                end
                3: if (lsin[15:10] == 6'b110111) begin
                    rc <= {11'b0, {1'b0, rc[17:14]} + 5'b1, rc[13:8], lsin[9:0]};
                end else begin
                    rc <= {16'b0, rc[23:8]};
                    retry <= 1;
                end
            endcase
        end
    end endtask
    wire [15:0] hs = {6'b110110, (rc[19:16]-4'b1), rc[15:10]};  
    wire [15:0] ls = {6'b110111, rc[9:0]};  
    task read_utf16; begin
        if (ruop >= ruip) begin
            dout <= 0;
        end else begin
            case (ruip)
                1: dout <= rc[7:0];
                2: case (ruop)
                    0: dout <= cbe ? rc[15:8] : rc[7:0];
                    1: dout <= cbe ? rc[7:0] : rc[15:8];
                endcase
                3: case (ruop)
                    0: dout <= cbe ? rc[23:16] : rc[15:8];
                    1: dout <= cbe ? rc[15:8] : rc[23:16];
                    2: dout <= rc[7:0];
                endcase
                4: case (ruop)
                    0: dout <= cbe ? hs[15:8] : hs[7:0];
                    1: dout <= cbe ? hs[7:0] : hs[15:8];
                    2: dout <= cbe ? ls[15:8] : ls[7:0];
                    3: dout <= cbe ? ls[7:0] : ls[15:8];
                endcase
            endcase
            ruop <= ruop + 1;
        end
    end endtask
    always @(posedge clk) begin
        if (!rst_n) begin
            cbe <= 1; chk_range <= 1; reset_all;
        end else if (data_write) begin
            if (address[3]) begin
                retry <= 0; empty <= 0; rcip <= 4;
                case (address[1:0])
                    0: if (cbe) rc[31:24] <= din; else rc[7:0] <= din;
                    1: if (cbe) rc[23:16] <= din; else rc[15:8] <= din;
                    2: if (cbe) rc[15:8] <= din; else rc[23:16] <= din;
                    3: if (cbe) rc[7:0] <= din; else rc[31:24] <= din;
                endcase
            end else begin
                case (address[2:0])
                    0: begin cbe <= din[3]; chk_range <= din[2]; reset_all; end
                    1: write_utf32;
                    2: write_utf16;
                    3: write_utf8;
                    4: begin cbe <= din[3]; chk_range <= din[2]; reset_read; end
                    5: read_utf32;
                    6: read_utf16;
                    7: read_utf8;
                endcase
            end
        end
    end
    assign uo_out = 0;
    wire [7:0] rcread = (
        address[1] ? (address[0] ? (cbe ? rc[ 7:0 ] : rc[31:24])
                                 : (cbe ? rc[15:8 ] : rc[23:16]))
                   : (address[0] ? (cbe ? rc[23:16] : rc[15:8 ])
                                 : (cbe ? rc[31:24] : rc[ 7:0 ]))
    );
    wire [7:0] rvread = (
        address[1] ? (address[0] ? ({(bout_eof &~ empty), 4'h0, rbip})
                                 : ({(uout_eof &~ empty), 4'h0, ruip}))
                   : (address[0] ? ({2'b00, nonchar, private, highchar, surrogate, control, normal})
                                 : ({2'b00, error, nonuni, overlong, invalid, retry, ready}))
    );
    assign data_out = (address[3] ? rcread : address[2] ? dout : rvread);
    wire _unused = &{ui_in, 1'b0};
endmodule
==> design/flow/run.sh <==
#!/bin/bash
# OpenROAD 26Q1-2900-gdf79404cd8, Yosys 0.63+post, stock flow scripts
make -C /OpenROAD-flow-scripts/flow DESIGN_CONFIG=/design/flow/config.mk WORK_HOME=/design/flow/orfs finish
==> design/flow/config.mk <==
export PLATFORM = sky130hd
export DESIGN_NAME = tqvp_rebeccargb_hardware_utf8
export DESIGN_NICKNAME = tqvp_rebeccargb_hardware_utf8
export VERILOG_FILES = /design/flow/design.v
export SDC_FILE = /design/flow/constraint.sdc
export NUM_CORES = 4
export LEC_CHECK = 1
export CORE_UTILIZATION = 30
==> design/flow/constraint.sdc <==
current_design tqvp_rebeccargb_hardware_utf8

set clk_period 6.0
set clk_io_pct 0.2

create_clock -name clk0 -period $clk_period [get_ports {clk}]

set non_clock_inputs [all_inputs -no_clocks]
set_input_delay [expr $clk_period * $clk_io_pct] -clock clk0 $non_clock_inputs
set_output_delay [expr $clk_period * $clk_io_pct] -clock clk0 [all_outputs]
==> results_dict.tcl <==
# yosys + openroad results
set metrics [dict create \
    status "complete, no violations" \
    clockBufferDepth 2 \
    lay_top_cells "116 x nand2_1, 110 x nor2_1, 107 x a21oi_1" \
    cts.sinks 56 \
    hold_path.startpoint "rbop[2]$_SDFFE_PN0P_" \
    top_layer "met5" \
    wl_met3_um 6070 \
    r2r_setup_slack_ns 0.81 \
    worstSetupStartpointType "flip-flop" \
    power.leakage_nw 3.37 \
    syn_avg_cell_area_um2 6.93 \
    cts_root_buffer "clkbuf_16" \
    finalSetupTns_ns 0 \
    yosys_area_um2 8780 \
    core_area_um2 28700 \
    drc 0 \
    fmax_mhz 172 \
    tightest_slew_ns 1.16 \
    holdPathStages 2 \
    vias_per_cell 6.78 \
    die_width_um 173 \
    yosys.cell_types.count 105 \
    yosysWarningCount 1 \
    ys_seq_share_pct 12.8 \
    powerDensity_nw_per_um2 154 \
    gr-total-overflow 0 \
    final_layout_size_suffix_gt1_share_pct 11.7 \
    synth.cell_area_um2 8780 \
    ff_type "dfxtp_1" \
    final-hold-violation-count 0 \
    dp_hpwl_um 33300 \
    finalWirelength_um 45400 \
    path_clk_slew_ns 0.08 \
    reg2regPathDepth 17 \
    r2r-end "dout[3]$_SDFFE_PN0P_" \
    wl_met2_um 18000 \
    grt_max_degree 54 \
    ant_nets 0 \
    die_area_um2 29900 \
    warnings 48 \
    lay_top_count "nand2_1" \
    r2r_start "rc[27]$_SDFFE_PN0P_" \
    io_pins 39 \
    slew_headroom_pct 21.9 \
    wl_per_cell_um 27.8 \
    yosysTopAreaCellShare_pct 12.8 \
    cts_tree "yes" \
    post_cts_buffers 0 \
    crit_type "reg2out" \
    gp_congestion 1.10 \
    area_leaders "dfxtp_1 13%, a21oi_1 6.1%, o21ai_0 5.1%" \
    drv_slew 0 \
    ys_async_sr_fraction_pct 0 \
    htreeDepth 2 \
    synth_cells 1267 \
    drt-met1-wl_um 18100 \
    die_h_um 173 \
    fp_util_pct 30.6 \
    finalClockPeriodUsage_pct 96.9 \
    drv_cap 0 \
    edf_count 0 \
    rsz0062_at_grt "no" \
    n_antenna_cell 0 \
    ys_ff 56 \
    peakVddDrop_uv 121 \
    grt_pass1_wl_um 67900 \
    clock_latency_ns 0.32 \
    whs_endpoint "rbop[2]$_SDFFE_PN0P_" \
    finalSetupViolations 0 \
    holdWs_ns 0.479 \
    drtIter0Drc 1584 \
    hp-class "reg2reg" \
    total_power_mw 1.49 \
    rows 62 \
    first_pass_iters 6 \
    min_period_ns 5.81 \
    synth_top_cell_by_area "dfxtp_1" \
    endpoint_kind "output pin" \
    cp_max_fo 10 \
    antenna_found_initial 2 \
    arrival_ns 4.61 \
    critPathRequiredTime_ns 4.80 \
    grt_pass1_vias 10420 \
    ys_cells 1267 \
    grtUsageTotal_pct 30.6 \
    fin_skew_ns 0.00960 \
    portBuffers 22 \
    area_growth_pct 9.89 \
    vias 11064 \
    cts_buffers 5 \
]
==> state kept, by name, indices dropped and copies added, names as in the netlist <==
register and count:
rcip 3, ruop 3, rbop 3, retry 1
cbe 1, rc 32, chk_range 1, empty 1
rcop 3, dout 8
==> layer usage <==
| metal | up-vias | track usage, % |
|---|---|---|
| met5 | - | 0 |
| met4 | 2 | 16.4 |
| met3 | 205 | 10.1 |
| met2 | 846 | 42.7 |
| met1 | 5152 | 41.7 |
| li1 | 4859 | - |
==> synthesized netlist by cell type, drive strengths merged, types with 5 or more instances <==
| cell | number |
|---|---|
| a211o | 5 |
| a22oi | 32 |
| a22o | 7 |
| and2 | 12 |
| mux4 | 6 |
| nor2b | 21 |
| a211oi | 28 |
| a21o | 13 |
| nor3b | 6 |
| o21a | 12 |
| nor4 | 20 |
| a32oi | 6 |
| and4 | 5 |
| nand2 | 118 |
| clkbuf | 90 |
| o21ai | 99 |
| o221ai | 9 |
| a31o | 6 |
| o31ai | 14 |
| a21boi | 5 |
| mux2i | 39 |
| a221o | 5 |
| a221oi | 27 |
| nand2b | 12 |
| nand3 | 41 |
| a311oi | 10 |
| ha | 29 |
| or2 | 6 |
| o211ai | 14 |
| mux2 | 13 |
| nor2 | 112 |
| o22ai | 18 |
| buf | 42 |
| inv | 29 |
| nand4 | 28 |
| nand4b | 6 |
| a222oi | 17 |
| nor3 | 34 |
| a21oi | 109 |
| and3 | 13 |
| dfxtp | 56 |
| a31oi | 20 |
==> metrics by stage <==
stage          std cells  utilization, %  worst slack (ns)  cell area, um2
3_5_place_dp        1623            33.0             0.592            9460
5_1_grt             1631            33.6            0.0272            9640
3_3_place_gp        1623            33.0             0.619            9460
6_report            1631            33.6             0.189            9640
2_1_floorplan       1274               -              1.30            8800
4_1_cts             1631            33.6             0.227            9640
==> cells by family after synthesis <==
logic type	synth area share, %
other	0.0427
adder cells (fa/ha/maj)	4.59
flip-flops	12.8
AND/OR/NAND/NOR	26.7
buffers and inverters	8.18
AND-OR/OR-AND	39.8
multiplexers	7.66
XOR/XNOR	0.299
==> worst max-delay path, cell delays in order, from the launching register on <==
cell and delay [ns]:
dfxtp_1 0.51, nor4_4 0.48, and4_1 0.53, or3_4 0.23, a21oi_4 0.05, o21ai_0 0.43, ha_1 0.26, inv_1 0.06
fa_1 0.37, fa_1 0.39, nand2_1 0.11, nand2_1 0.05, o21ai_0 0.08, a221oi_1 0.10, a21oi_1 0.16, clkdlybuf4s50_1 0.48
==> area by class of cell <==
| type | instances | area [um2] |
|---|---|---|
| timing repair buffer | 97 | 778 |
| sequential | 56 | 1120 |
| fill | 3144 | 19100 |
| clock buffer | 7 | 164 |
| multi-input combinational | 1055 | 6970 |
| tap | 384 | 480 |
| inverter | 31 | 116 |
| clock inverter | 1 | 8.76 |
==> what timing repair did <==
action | in CTS | in global routing
endpoints found under the setup margin | 0 | 1
hold buffers | 0 | 0
resized | 0 | 1
==> worst max-delay path by stage <==
| stage | start | endpoint | slack, ns | cells past startpoint |
|---|---|---|---|---|
| after CTS | rc[17]$_SDFFE_PN0P_ | data_out[7] | 0.23 | 17 |
| after global routing | rc[27]$_SDFFE_PN0P_ | data_out[7] | 0.03 | 15 |
| final | rc[27]$_SDFFE_PN0P_ | data_out[7] | 0.19 | 15 |
==> report_power, final <==
group | total [mW] | leakage (nW) | switching [mW] | internal, mW
combinational | 0.709 | 2.83 | 0.475 | 0.234
clock | 0.356 | 0.0852 | 0.163 | 0.193
sequential | 0.422 | 0.456 | 0.0340 | 0.388
Power is estimated from default activity; no workload was simulated.
